## design/flow/run.sh

```bash
#!/bin/bash
# OpenROAD 26Q1-2900-gdf79404cd8, Yosys 0.63+post, stock flow scripts
make -C /OpenROAD-flow-scripts/flow DESIGN_CONFIG=/design/flow/config.mk WORK_HOME=/design/flow/orfs finish
```

## design/flow/config.mk

```make
export PLATFORM = sky130hd
export DESIGN_NAME = seq_counter
export DESIGN_NICKNAME = seq_counter
export VERILOG_FILES = /design/flow/design.v
export SDC_FILE = /design/flow/constraint.sdc
export NUM_CORES = 4
export LEC_CHECK = 1
export CORE_AREA = 10 10 72 72
export DIE_AREA = 0 0 82 82
```

## design/flow/constraint.sdc

```tcl
current_design seq_counter

set clk_period 1.3
set clk_io_pct 0.2

create_clock -name clk0 -period $clk_period [get_ports {CLK}]

set non_clock_inputs [all_inputs -no_clocks]
set_input_delay [expr $clk_period * $clk_io_pct] -clock clk0 $non_clock_inputs
set_output_delay [expr $clk_period * $clk_io_pct] -clock clk0 [all_outputs]
```

## design/flow/design.v

```verilog
module counter (CLK, SC);
input CLK;
output [3:0] SC;
reg [3:0] SC;                                   
always @ (posedge CLK)
		if (SC == 4'b1111)
			SC = 0;
	else
		SC = SC + 1;	
endmodule  
module sc_decoder(SC,Ti);
output [15:0] Ti;
input [3:0] SC;
reg [15:0] Ti;
always @ (SC)
	case(SC)
 	4'b0000 : Ti = 16'b0000_0000_0001;
	4'b0001 : Ti = 16'b0000_0000_0010;
	4'b0010 : Ti = 16'b0000_0000_0100;
	4'b0011 : Ti = 16'b0000_0000_1000;
	4'b0100 : Ti = 16'b0000_0001_0000;
	4'b0101 : Ti = 16'b0000_0010_0000;
	4'b0110 : Ti = 16'b0000_0100_0000;
	4'b0111 : Ti = 16'b0000_1000_0000;
	default : Ti = 16'b0000_0000_0000;
	endcase
endmodule
module seq_counter(Ti,CLK);
output [15:0] Ti;
input CLK;
wire [3:0] SC;
counter c0(CLK,SC);
sc_decoder s0(SC,Ti);
endmodule
```

==> impl_metrics.py <==
# Generated from Yosys and OpenROAD reports
metrics = {
    "outcome": {
        "outcome": "completed",
    },
    "floorplan": {
        "die_x_um": 82,
        "ioPinCount": 17,
        "placementRows": 22,
        "die_h_um": 82,
        "core_sq_um": 3690,
        "die_area_sq_um": 6720,
        "fp_util_pct": 14.2,
    },
    "global_routing": {
        "grt.met3_usage_pct": 2.42,
        "antenna_found_initial": 0,
        "grt_util_met1_pct": 2.94,
        "grt_pass1_vias": 340,
        "grtUsageTotal_pct": 2.66,
        "met2_usage_pct": 3.84,
        "grt_overflow": 0,
        "top_usage_layer": "met2",
        "grt_max_degree": 8,
        "grt_pass1_wl_mm": 1.42,
    },
    "cells_and_area": {
        "lay_top_cells": "11 x dfxtp_1, 8 x nor2b_1, 8 x conb_1",
        "mostFrequentLayoutCell": "dfxtp_1",
        "drive_gt1_share_pct": 27.5,
        "syn2layout_area_growth_pct": 32.5,
        "final_cells": 117,
        "final_area_sq_um": 693,
    },
    "logic_synthesis": {
        "simple_gate_share_pct": 22.7,
        "synthMuxAreaShare_pct": 0,
        "ys_sh_adder_pct": 9.57,
        "synth_area_sq_um": 523,
        "ys_types": 17,
        "yosys_cells": 53,
        "syn_inst": 53,
        "ys_ff": 12,
        "yosys_area_sq_um": 523,
        "ys_sh_aoi_pct": 4.31,
        "ys_seq_share_pct": 45.9,
        "synth.comb.largest_family": "simple AND/OR/NAND/NOR gates",
        "xor_share_pct": 1.67,
        "yosysWarnings": 2,
        "syn_avg_cell_area_sq_um": 9.87,
    },
    "routing": {
        "post_drt_wl_per_cell_um": 7.45,
        "vias_per_cell": 3.03,
        "drt-pass1-iter-count": 4,
        "totalWireLength_um": 872,
        "vias": 354,
        "antennaDiodeCount": 0,
        "drc": 0,
        "ant_nets": 0,
        "drt-initial-drc-count": 21,
    },
    "timing": {
        "maxSlewViolCount": 0,
        "whs_ns": 0.491,
        "finalHoldViolCount": 0,
        "finalCriticalPeriod_ns": 1.19,
        "finalSetupViolCount": 0,
        "max_freq_mhz": 837,
        "rsz0062_at_grt": "no",
        "skew_ns": 0.00481,
        "layout_setup_ws_ns": 0.106,
        "finalSetupTns_ns": 0,
        "post-route-period-util_pct": 91.9,
    },
    "place": {
        "hpwl_um": 674,
        "dpl_cell_area_sq_um": 641,
        "routabilityCongestion": 0.723,
        "io_buffers": 8,
        "dp.cells": 109,
        "dpl_worst_slack_ns": 0.0117,
    },
    "clocking": {
        "ctsHtreeMaxLevel": 1,
        "insertion_delay_ns": 0.24,
        "clock_sinks": 12,
        "cts-root-buf": "clkbuf_8",
        "cts.reportedPaths.clkPinSlew_ns": 0.05,
        "clock_path_buffers": 2,
        "cts_buffers": 3,
        "cts_tree": "done",
    },
    "hold_path": {
        "hold_depth": 1,
        "min_path_type": "flip-flop to flip-flop",
    },
    "critical_path": {
        "cp.arrival_ns": 0.93,
        "rr_worst_depth": 4,
        "cp.required_ns": 1.04,
        "crit_path_start_kind": "flip-flop",
        "crit_path_end_kind": "output pin",
        "crit_type": "flip-flop to output pin",
        "crit_fanout": 5,
    },
    "power_and_ir_drop": {
        "ir_drop_mv": 0.266,
        "p_leak_nw": 0.344,
        "p_per_area_nw_per_um2": 1090,
    },
    "flow_run": {
        "max_cap_violations": 0,
        "log.warning_count": 28,
    },
}
[final timing paths]
path	slack [ns]	endpoint	startpoint
max	0.11	Ti[5]	c0.SC[3]
min	0.49	flip-flop	c0.SC[2]
max reg2reg	0.11	c0.SC[3]	c0.SC[3]
min reg2reg	0.49	flip-flop	c0.SC[2]
[Yosys cell counts, drive strengths merged]
cell | instances | area [sq um]
inv | 4 | 15.0
and2b | 1 | 7.51
a21boi | 1 | 7.51
a311o | 1 | 10.0
a21oi | 1 | 5.00
nor2 | 1 | 3.75
and2 | 7 | 43.8
buf | 8 | 60.1
nor2b | 8 | 50.1
and4b | 1 | 10.0
ha | 4 | 50.1
conb | 1 | 3.75
clkbuf | 1 | 3.75
dfxtp | 12 | 240
nand2 | 1 | 3.75
xnor2 | 1 | 8.76
[per-layer routing]
metal  part of all wire (%)  routed length, um
met1                     47                406
met2                     37                321
met5                      0                  0
met4                    1.1                 10
met3                     15                134
[final cells by class]
class | instances | area [sq um]
Clock buffer | 4 | 55.1
Fill cell | 423 | 3000
Inverter | 4 | 15.0
Multi-Input combinational cell | 35 | 230
Sequential cell | 12 | 244
Tap cell | 48 | 60.1
Timing Repair Buffer | 14 | 88.8
[stage by stage]
stage               total power (W)  util, %
floorplan                  0.000393        -
global placement           0.000379     17.4
detailed placement         0.000378     17.4
CTS                        0.000764     19.5
global route               0.000778     18.8
finish                     0.000756     18.8
[critical path, cell delays in order (launching register included)]
cell and delay, ns:
dfxtp_4 0.35, buf_4 0.14, nor2b_1 0.10, buf_2 0.11
[power by group]
part	internal (W)	switching, W
clock	0.000266	0.000122
combinational	0	0.00000119
sequential	0.000367	0
[kinds of logic (layout without fill, tap and decap cells)]
logic type               count (synthesis)  after routing
XOR/XNOR                                 1              1
AND/OR/NAND/NOR                         19             19
other                                    1              8
adder cells (fa/ha/maj)                  4              4
buffers and inverters                   13             22
AND-OR/OR-AND                            3              3
flip-flops                              12             12
[what timing repair did]
| action | in CTS | in global routing |
|---|---|---|
| gates resized | 14 | 10 |
| setup endpoints to repair | 8 | 6 |
| buffers inserted | 4 | 0 |
| cloned | 0 | 0 |
| hold buffers | 0 | 0 |
| hold endpoints to repair | 0 | 0 |
No activity file was given, so power comes from the tool's default toggle rates.
