==> ./design.v <==
module hexout(segments,num);
input[3:0]num;
output[6:0]segments;
reg [6:0] segments;
always@(num)
begin
case (num)
4'b0000: segments <= ~7'b0111111;  
4'b0001: segments <= ~7'b0000110;
4'b0010: segments <= ~7'b1011011;  
4'b0011: segments <= ~7'b1001111;  
4'b0100: segments <= ~7'b1100110;  
4'b0101: segments <= ~7'b1101101;  
4'b0110: segments <= ~7'b1111101;  
4'b0111: segments <= ~7'b0000111;  
4'b1000: segments <= ~7'b1111111;  
4'b1001: segments <= ~7'b1101111;  
4'b1010:segments <= ~7'b1110111;
4'b1011:segments <= ~7'b0011111;
4'b1100:segments <= ~7'b1001110;
4'b1101:segments <= ~7'b0111101;
4'b1110:segments <= ~7'b1001111;
4'b1111:segments <= ~7'b1000111;
default: segments <= 7'bx;  
endcase
end
endmodule 
==> ./run.sh <==
#!/bin/bash
# OpenROAD 26Q1-2900-gdf79404cd8, Yosys 0.63+post, stock flow scripts
make -C /OpenROAD-flow-scripts/flow DESIGN_CONFIG=/design/flow/config.mk WORK_HOME=/design/flow/orfs finish
==> ./config.mk <==
export PLATFORM = sky130hd
export DESIGN_NAME = hexout
export DESIGN_NICKNAME = hexout
export VERILOG_FILES = /design/flow/design.v
export SDC_FILE = /design/flow/constraint.sdc
export NUM_CORES = 4
export LEC_CHECK = 1
export CORE_AREA = 10 10 70 70
export DIE_AREA = 0 0 80 80
==> ./constraint.sdc <==
current_design hexout

set clk_period 1.3
set clk_io_pct 0.2

create_clock -name clk0 -period $clk_period

set non_clock_inputs [all_inputs -no_clocks]
set_input_delay [expr $clk_period * $clk_io_pct] -clock clk0 $non_clock_inputs
set_output_delay [expr $clk_period * $clk_io_pct] -clock clk0 [all_outputs]
==> metrics.yaml <==
hold_buffers: 0
vias: 327
fin_ws_ns: -0.1572
setup_tns_ns: -0.3780
period_needed_ns: 1.457
violations: "negative setup slack"
die_w_microns: 80
cap_violations: 0
critPathKind: "in -> out"
cp.required_ns: 1.04
hp-class: "in -> out"
drt_wl_total_microns: 885
instances_no_fill: 104
grt_pass1_wl_microns: 1462
ys_sh_aoi_pct: 23.65
ant_nets: 0
critPathMaxFanout: 3
flop-count: 0
rsz0062_at_grt: "yes"
ys_seq_share_pct: 0
wl_per_cell_microns: 8.510
warnings: 40
timing.fmax_mhz: 686.3
hold_violations: 0
synthSimpleGateAreaFrac_pct: 29.06
end_kind: "output port"
ir_drop_v: 0.00005065
synthesis.area_sq_um: 254.0
placed_cell_area_sq_um: 485.5
dp_hpwl_microns: 649.4
synth-area-yosys_sq_um: 254.0
xor_share_pct: 0
final_area_sq_um: 588.1
fp_util_pct: 7.436
p_per_area_mw_per_mm2: 268.1
diodes: 0
drive_gt1_share_pct: 72.41
final_common_cell: "buf_4"
viasPerCell: 3.144
period_used_pct: 112.1
num_rows: 21
dieArea_sq_mm: 0.006400
yosysWarningCount: 1
fp.coreArea_sq_mm: 0.003416
synth_cells: 34
die_h_microns: 80
grt_overflow: 0
worstHoldEndpoint: "segments[0]"
pre_cts_ws_ns: -0.9125
area_delta_synth_final_pct: 131.5
nFillCells: 381
syn_area_per_cell_sq_um: 7.470
drv_slew: 0
cp.arrival_ns: 1.20
p_leak_nw: 0.2664
run_status: "finished, violations left"
top_logic_kind: "adder cells"
gp_congestion: 0.6426
ys_sh_mux_pct: 3.941
firstDrtPassIters: 2
clkbuf_count: 0
grt_max_degree: 8
hp-start: "num[2]"
slew_headroom_pct: 91.02
grt_pass1_vias: 307
track_usage_pct: 2.678
antenna_found_initial: 0
power_uw: 157.7
most-common-layout-cells: "buf_4 (10), buf_2 (9), buf_6 (5)"
ioPinCount: 11
drt_iter0_drc: 3
fa_ha_area_share_pct: 34.48
tightest_slew_ns: 0.1309
dp.cells: 100
drc: 0
port_buffers: 11
whs_path_depth: 3
flop_area_sq_um: 0
yosysCellCount: 34
start_kind: "input pin"
synth_cell_types: 18
setup_viol: 4
[cells by family (layout without fill, tap and decap cells)]
family / count (synthesis) / after routing
adder cells (fa/ha/maj): 7 / 7
multiplexers: 1 / 1
AND-OR/OR-AND: 10 / 10
AND/OR/NAND/NOR: 12 / 12
buffers and inverters: 4 / 28
[routing by layer]
metal	part of all wire [%]	wire, microns	track usage [%]
met5	0	0	0
met4	0	0	0
met3	7.6	67	0.6818
met2	47	419	4.093
met1	45	398	3.889
[worst max-delay path by stage]
stage         startpoint           to  slack, ns  cells past startpoint
CTS               num[0]  segments[4]      -0.14                      8
global route      num[0]  segments[4]      -0.20                      8
finish            num[0]  segments[3]      -0.16                      7
[synth_stat cells]
cell type | n | share of area (%)
buf_6 | 1 | 4.4
nor3b_1 | 1 | 3.0
ha_1 | 7 | 34
nand2_1 | 2 | 3.0
nand2b_1 | 4 | 9.9
a21oi_1 | 2 | 3.9
a31oi_1 | 3 | 7.4
a21oi_2 | 1 | 3.4
nor3_1 | 1 | 2.0
o21ai_1 | 1 | 2.0
nand2_2 | 1 | 2.5
inv_1 | 3 | 4.4
nor2_1 | 1 | 1.5
o21ai_0 | 2 | 3.9
mux2i_1 | 1 | 3.9
and3_4 | 1 | 4.4
or2b_1 | 1 | 3.0
a21boi_0 | 1 | 3.0
[power by group]
| part | switching, mW | internal [mW] |
|---|---|---|
| combinational | 0.0682 | 0.0895 |
| sequential | 0 | 0 |
| clock | 0 | 0 |
| total | 0.0682 | 0.0895 |
[worst max-delay path: stages]
cell and delay (ns):
buf_8 0.10, buf_4 0.13, ha_4 0.16, or2b_1 0.26
a21oi_2 0.13, a31oi_1 0.04, buf_2 0.12
[repair_timing]
item                       in CTS  in global routing
gates resized                  66                  5
setup endpoints to repair       7                  6
setup buffers                   3                  1
pin swaps                       9                  3
[per-stage QoR]
stage / hold slack (ns) / utilization (%)
floorplan: 0.5341 / -
global placement: 1.518 / 14.21
detailed placement: 1.515 / 14.21
CTS: 0.9231 / 16.67
global route: 0.8544 / 17.22
finish: 0.8165 / 17.22
[layout make-up]
cell class	instances	area [sq um]	area share [%]
Tap cell	46	57.56	9.787
Multi-Input combinational cell	30	325.3	55.32
Inverter	3	13.76	2.340
Timing Repair Buffer	25	191.4	32.55
