--- ./run.sh ---
#!/bin/bash
# OpenROAD 26Q1-2900-gdf79404cd8, Yosys 0.63+post, stock flow scripts
make -C /OpenROAD-flow-scripts/flow DESIGN_CONFIG=/design/flow/config.mk WORK_HOME=/design/flow/orfs finish
--- ./config.mk ---
export PLATFORM = sky130hd
export DESIGN_NAME = hexins
export DESIGN_NICKNAME = hexins
export VERILOG_FILES = /design/flow/design.v
export SDC_FILE = /design/flow/constraint.sdc
export NUM_CORES = 4
export LEC_CHECK = 1
export CORE_AREA = 10 10 74 74
export DIE_AREA = 0 0 84 84
--- ./constraint.sdc ---
current_design hexins

set clk_period 1.0
set clk_io_pct 0.2

create_clock -name clk0 -period $clk_period [get_ports {x0}]
create_clock -name clk1 -period $clk_period [get_ports {x1}]
create_clock -name clk2 -period $clk_period [get_ports {x2}]
create_clock -name clk3 -period $clk_period [get_ports {x3}]

set non_clock_inputs [all_inputs -no_clocks]
set_input_delay [expr $clk_period * $clk_io_pct] -clock clk0 $non_clock_inputs
set_output_delay [expr $clk_period * $clk_io_pct] -clock clk0 [all_outputs]
--- ./design.v ---
module hexins (y0,y1,y2,y3,x0,x1,x2,x3);
input x0, x1, x2, x3;
output [3:0] y0, y1, y2, y3;
reg [3:0] y0, y1, y2, y3;
initial
begin
 y0 <= 4'b0000;
 y1 <= 4'b0000;
 y2 <= 4'b0000;
 y3 <= 4'b0000;
end
always @(negedge x0 )
 begin
 if(y0 == 4'b1111)y0 <= 4'b0000; 
 else y0 <= y0+1;
 end
always @(negedge x1)
begin
 if(y1 == 4'b1111)y1 <= 4'b0000; 
 else y1 <= y1+1;
 end
always @(negedge x2)
begin
 if(y2 == 4'b1111)y2 <= 4'b0000; 
 else y2 <= y2+1;
 end 
 always @(negedge x3)
begin
 if(y3 == 4'b1111)y3 <= 4'b0000; 
 else y3 <= y3+1;
 end
endmodule 
==> metrics.cfg <==
[outcome]
status=finished, violations left
violations=negative setup slack

[layout]
drive_above_1_share_pct=64.2
final_cells=173
ff_latch_area_sq_um=340
fillers=384
syn2layout_area_growth_pct=108
logic_area_sq_um=360

[sta]
finalMaxSlewViolations=0
setup_viol=21
tightest_slew_ns=0.128
relSlewSlack_pct=91.5
hold_slack_ns=0.505
fin_ws_ns=-0.408
finalSetupTns_ns=-6.55
fin_worst_skew_ns=0.0130
rsz0062_at_grt=true
hold_viol_final=0

[yosys]
ys_sh_simple_pct=14.3
most_common_cell=dfxtp_1
yosys.stat.seqShare_pct=50.8
adder_share_pct=7.94
common_cells=dfxtp_1, inv_1, a31oi_1
mux_share_pct=0
yosys-top-cells-area=dfxtp_1, a31oi_1, ha_1
netlist_area_sq_um=631
synth-edff-count=0
syn_inst=60
async_reset_ff_share_pct=0
ys.warnings.count=1
synthDominantCellAreaShare_pct=50.8
synthXorXnorAreaFrac_pct=5.56
syn_avg_cell_area_sq_um=10.5
synthFlopType=dfxtp_1
synth_flops=16
yosys.cell_types.count=9
aoi_share_pct=14.3
yosys_cells=60
yosys-stat-area_sq_um=631
logic_family=AND-OR/OR-AND gates
yosysTopAreaCell=dfxtp_1

[cts]
clk_pin_slew_ns=0.04
clock_sinks=16
cts_tree=yes
postCtsHoldBufs=0

[flow_run]
tool_warnings=45
cap_violations=0

[power_and_ir_drop]
p_int_mw=1.76
p_leak_nw=0.672
power.share.clock_pct=71.1
seq_power_share_pct=28.9
ir_worst_vdd_uv=1070
p_sw_uw=470
p_total_mw=2.23
power_frac_comb_pct=0
netSwitchingFraction_pct=21.1
p_per_area_mw_per_mm2=1700

[worst_setup_path]
crit_type=reg2out
cp_num_buf_inv=1
crit_cells=1
cp.arrival_ns=1.21
crit_path_top_delay_cell=dfxtp_2
worstSetupEndpointType=output pin
cp-start-kind=flop
worstRegToRegCells=3
path_delay_family=flip-flops
worstPathMaxFanout=2
crit_chain=buf_2
max_stage_delay_ns=0.31
crit_required_ns=0.80

[place]
place.detailed.hpwl_mm=1.14
port_buffers=16
place.gp.congestion=0.791
placed_cells=145
pre_cts_slack_ns=-0.496

[die]
die_h_um=84
floorplan.core_util_pct=15.9
die_w_um=84
io_pins=20
core-area_sq_mm=0.00397
die_area_sq_mm=0.00706
core.rowCount=23

[detailed_routing]
wl_per_cell_um=10.2
diodes=0
post-route-drc-count=0
first_iter_violations=1
via_count=667
wl_mm=1.77
first_pass_iters=2
drtAntennaViolNets=0
vias_per_cell=3.86

[worst_hold_path]
min_delay_path_depth=2
hold_path_class=reg2reg

[global_route]
globalRouteOverflowTotal=0
grt_first_pass_wirelength_mm=3.15
antenna_found_initial=0
grt_start_max_net_pins=6
track_usage_pct=5.22
grt_pass1_vias=790

-- logic make-up (layout without fill, tap and decap cells) --
kind of cell / Yosys count / after routing
XOR/XNOR: 4 / 4
adder cells (fa/ha/maj): 4 / 4
AND-OR/OR-AND: 12 / 12
buffers and inverters: 12 / 75
AND/OR/NAND/NOR: 12 / 12
flip-flops: 16 / 16
-- worst paths after layout --
| kind | start | endpoint | slack, ns |
|---|---|---|---|
| worst min register to register | y2[0] | y2[0] | 0.50 |
| min in group clk3 | y3[0] | y3[0] | 0.51 |
| max in group clk3 | y3[1] | y3[3] | -0.07 |
| max in group clk1 | y1[3] | y1[3] | -0.07 |
| worst min-delay path | y2[0] | y2[0] | 0.50 |
| max in group clk2 | y2[3] | y2[3] | -0.04 |
| min in group clk0 | y0[0] | y0[0] | 0.51 |
| min in group clk1 | y1[0] | y1[0] | 0.52 |
| worst max-delay path | y0[1] | y0[1] | -0.41 |
| worst max register to register | y1[3] | y1[3] | -0.07 |
-- through the flow --
stage | utilization, % | cell area [sq um]
floorplan | - | 651
global placement | 25.6 | 1020
detailed placement | 25.6 | 1020
CTS | 31.5 | 1250
global route | 33.0 | 1310
finish | 33.0 | 1310
-- power groups by stage --
stage      logic [mW]  clock network (mW)  registers (mW)
4_1_cts   0.000000355                1.64           0.644
5_1_grt   0.000000364                1.79           0.641
6_report  0.000000364                1.59           0.644
-- tightest hold or removal path, delay by kind of cell, from the launching register on --
| kind | cells | cell delay [ns] |
|---|---|---|
| flip-flops | 1 | 0.32 |
| AND-OR/OR-AND | 1 | 0.04 |
| buffers and inverters | 1 | 0.11 |
-- layout make-up --
class                   count  area share, %
multi-input cells          32           27.5
flip-flops and latches     16           25.9
repair buffers             39           22.4
clock buffers              12           12.6
well taps                  50           4.77
clock inverters            16           4.58
inverters                   8           2.29
-- metal layers --
metal | GRT usage (%) | part of all wire [%]
met2 | 7.18 | 47
met4 | 3.50 | 2.0
met3 | 4.43 | 7.8
met1 | 5.12 | 43
met5 | 0 | 0
-- cell usage in the layout, fill, tap and decap left out --
cell type / n
and2b_2: 4
a31oi_4: 3
inv_2: 1
and4b_1: 4
inv_1: 23
buf_4: 12
a31oi_1: 5
xor2_1: 4
buf_2: 16
nand2_1: 4
dfxtp_2: 16
clkbuf_8: 12
a311o_1: 4
ha_4: 4
buf_6: 11
-- registers in the layout (all words and copies together), names as in the netlist --
signal / flops
y1: 4
y3: 4
y0: 4
y2: 4
-- timing repair --
action	4_1_cts	5_1_grt
resized	64	13
buffers inserted	6	4
pin swaps	3	7
setup endpoints to repair	31	28
No activity file was given, so power comes from the tool's default toggle rates.
